==> flow/design.v <==
module instr_mem(addr, instr);
    input [7:0] addr;
    output [7:0] instr;
    reg [7:0] mem[0:255];
    assign instr = mem[addr];
    initial begin
        mem[0] = 8'hc0;
        mem[1] = 8'hd7;
        mem[2] = 8'h03;
        mem[3] = 8'hc0;
        mem[4] = 8'hd0;
        mem[5] = 8'hf3;
        mem[6] = 8'h03;
        mem[7] = 8'hcf;
        mem[8] = 8'hd8;
        mem[9] = 8'hf3;
        mem[10] = 8'hc0;
        mem[11] = 8'hd1;
        mem[12] = 8'h07;
        mem[13] = 8'h0b;
        mem[14] = 8'hc0;
        mem[15] = 8'hd0;
        mem[16] = 8'hef;
        mem[17] = 8'h93;
        mem[18] = 8'hc2;
        mem[19] = 8'hd1;
        mem[20] = 8'ha3;
        mem[21] = 8'h16;
        mem[22] = 8'hcf;
        mem[23] = 8'hd8;
        mem[24] = 8'hf7;
        mem[25] = 8'h06;
        mem[26] = 8'heb;
        mem[27] = 8'hc0;
        mem[28] = 8'hd1;
        mem[29] = 8'h13;
        mem[30] = 8'hc0;
        mem[31] = 8'hde;
        mem[32] = 8'hb3;
        mem[33] = 8'hc2;
        mem[34] = 8'hd3;
        mem[35] = 8'hb3;
    end
endmodule
==> flow/run.sh <==
#!/bin/bash
# OpenROAD 26Q1-2900-gdf79404cd8, Yosys 0.63+post, stock flow scripts
make -C /OpenROAD-flow-scripts/flow DESIGN_CONFIG=/design/flow/config.mk WORK_HOME=/design/flow/orfs finish
==> flow/config.mk <==
export PLATFORM = sky130hd
export DESIGN_NAME = instr_mem
export DESIGN_NICKNAME = instr_mem
export VERILOG_FILES = /design/flow/design.v
export SDC_FILE = /design/flow/constraint.sdc
export NUM_CORES = 4
export LEC_CHECK = 1
export CORE_AREA = 10 10 70 70
export DIE_AREA = 0 0 80 80
==> flow/constraint.sdc <==
current_design instr_mem

set clk_period 1.4
set clk_io_pct 0.2

create_clock -name clk0 -period $clk_period

set non_clock_inputs [all_inputs -no_clocks]
set_input_delay [expr $clk_period * $clk_io_pct] -clock clk0 $non_clock_inputs
set_output_delay [expr $clk_period * $clk_io_pct] -clock clk0 [all_outputs]
==> summary.txt <==
Flow results follow.

The violation tally from detailed-route iteration zero is 30. The critical hold path startpoint is addr[5]. The via count normalized by instance count is 4.60. For this block, the routed nets add up to ~2.4 mm of wire.

The vertical extent of the die is 80 um. The count of hold-fix buffers inserted at cts is 0. The detailed-route via count is 805.

The achievable clock frequency is 537 MHz. Endpoints failing hold in the final report were tallied at 0. Warnings reported by Yosys during synthesis add up to 1.

The routability congestion estimate is about 0.84. The count of maximum capacitance violations is 0. The launching element type of the critical path is an input pin. The peak supply drop is 144 uV. The design has 0 sequential cells. According to the dpl log, the detail-placed design has an HPWL of 1.44 mm. The final critical-path required period is 1860 ps. The initial antenna violation count is 0. The number of max-slew violations in the final report is 0. The synthesized netlist was found by Yosys to have approximately 76 cells. The detailed-route wire length per cell is 13.9 um. At the pin with the least slew margin, the transition time is 239 ps. Summed over all cells, the static leakage comes to 0.000566 uW. STA puts the critical path data arrival time at between 1500 and 2000 ps. Setup repair after global routing could not meet its margin everywhere.

The final non-filler cell area is about 1300 sq um. The final report lists the setup-violating endpoint count as 8. The count of antenna-violating nets left after detailed routing is 0. The script parses the final routing iteration and logs DRC violations as 0. The endpoint type of the worst setup path is an output pin.

The average cell area after synthesis is 6.85 sq um. Overall routing resource usage recorded by global route was 0.0670. The register area is 0 sq um. The number of clock buffer instances in the layout is 0. The post-route clock period utilization is 1.33. The mapped cell area is about 520 sq um.

The filler cell count in the final layout is ~330. The final reports fail on negative setup slack. Once layout is complete, the utilization of the core stands at 0.378. The final worst slack is -462 ps.

Summing all placed instances gives a cell area of a little over 900 sq um. Synthesis produced between 70 and 80 cells. The horizontal die size is 80 um. The stage logs contain a warning count of roughly 43. According to the floorplan report, the placeable core area is 3420 sq um. Dividing total power by cell area gives a power density of slightly above 300 nW/um^2. In the Yosys stats the netlist draws on 28 distinct library cells.

For this run, the chip area from Yosys synthesis comes to 520 sq um. The hold path depth is 4. In this run the tool buffered the top-level ports with 14 buffer cells. In this run the full chip footprint comes out at between 6000 and 7000 sq um. Per the GRT congestion report, total overflow comes to 0. The fraction of final layout cells with drive strength greater than 1 is 0.752. Entering global routing, the biggest net connects 12 pins. The flow ran to the end, but the final reports show violations. The first-pass GRT wire length is about 3.6 mm. The multi-input combinational cells in the finished layout cover a total of 651 sq um. The via count of the first global-routing pass came to 791. The initial utilization of the core area, before any placement, comes to 0.152. The worst endpoint required time is 1120 ps. By instance count after routing, the leading logic cell types are buf_4, buf_6, buf_2. For this design the top-level I/O count stands at 16. The sequential-to-total area share from yosys stat is 0.

The report lists the number of standard-cell rows as 21. For hold timing, the worst endpoint is instr[3]. The number of antenna diodes is 0. The area growth from synthesis to layout is 148%.

The kind of critical path is in2out. The worst min-delay path class is in2out. Looking at the critical path, the highest net fanout was 3. Before antenna repair, the detailed router went through 4 iterations. The most common logic cell in the final layout is buf_4. The headroom to the max-slew limit is 0.839.
synth_stat cells (all sizes together) (2+ instances only):
cell type,count,area [sq um]
inv,9,33.8
ha,7,87.6
nor2,7,26.3
o21ai,7,38.8
a21oi,6,30.0
nand2,6,22.5
buf,4,18.8
mux2i,4,40.0
mux4,3,67.6
nand2b,3,18.8
o22ai,3,18.8
a211oi,2,15.0
nor2b,2,12.5
nor3,2,10.0
o211ai,2,15.0
final cells by class:
class / instances / area share
timing repair buffer: 58 / 0.408
multi-input combinational: 62 / 0.504
inverter: 9 / 0.0436
tap: 46 / 0.0446
through the flow:
stage	setup WS, ps	power (uW)	cells	hold WS, ps	TNS (ps)
2_1_floorplan	-201	126	76	576	-207
3_3_place_gp	-1350	269	156	1670	-9080
3_5_place_dp	-1340	274	156	1670	-9210
4_1_cts	-585	328	170	1110	-2850
5_1_grt	-507	428	175	1130	-2410
6_report	-462	400	175	1080	-2030
kinds of logic after synthesis:
| family | after synthesis | synth area share |
|---|---|---|
| AOI/OAI and AO/OA | 26 | 0.322 |
| adders and majority gates | 7 | 0.168 |
| buffers and inverters | 14 | 0.108 |
| muxes | 7 | 0.207 |
| and+or+nand+nor | 22 | 0.195 |
where the power goes:
part	internal [uW]	leakage [uW]	switching, uW
Clock	0	0	0
Sequential	0	0	0
Combinational	224	0.000566	175
critical path, cell delays in order:
cell	delay, ps
buf_8	90
inv_8	30
ha_4	260
inv_2	40
mux4_2	440
a211o_1	280
o21ai_2	60
buf_2	110
metal layers:
metal / global-route usage / share of wire
met4: 0.00176 / 0.0094
met5: 0 / 0
met2: 0.116 / 0.47
met1: 0.0901 / 0.48
met3: 0.0102 / 0.046
worst max path at each step:
stage         startpoint       end  slack (ps)  cells after the start
CTS              addr[0]  instr[0]        -590                      9
global route     addr[1]  instr[0]        -510                      8
finish           addr[1]  instr[0]        -460                      8
repair_timing:
item | 4_1_cts | 5_1_grt
buffers inserted | 13 | 6
resized | 78 | 40
endpoints found under the setup margin | 8 | 8
pin swaps | 18 | 20
gates cloned | 1 | 0
hold endpoints to repair | 0 | 0
Power figures rest on the tool's default switching activity, not on a simulated workload.
