--- design.v ---
module UART(
    input wire clk,
    input wire tx_en,
    input wire rx_en,
    input wire begin_flag,
    input wire rx,
    input wire [7:0] tx_data,
    input wire [7:0] access_addr,
    input wire reg_w_en,
    output wire tx,
    output wire[7:0] rx_data,
    output wire busy_flag,
    output wire receive_flag,
    output reg int_req = 1'b0
);
    reg state = 1'b0;
    always @(negedge clk) begin
        if(state == 1'b0) begin  
            int_req <= 1'b0;
            if(receive_flag == 1'b1) begin
                state <= 1'b1;
            end else begin
                state <= state;
            end
        end else if(state == 1'b1) begin  
            int_req <= 1'b1;
            if(access_addr == 8'd252 && reg_w_en == 1'b1) begin
                state <= 1'b0;
            end else begin
                state <= state;
            end
        end
    end
    tx tx1(clk, tx_en, begin_flag, tx_data, tx, busy_flag);
    rx rx1(clk, rx_en, rx, rx_data, receive_flag);
endmodule
module rx(clk, rx_en, rx, data, end_flag);
    input wire clk;
    input wire rx_en;
    input wire rx;
    output reg[7:0] data = 8'b00000000;
    output reg end_flag = 1'b0;
    parameter CLK_FREQ = 50_000_000;
    parameter BAUD_RATE = 115200;
    parameter CLK_COUNT_BIT = CLK_FREQ / BAUD_RATE;
    parameter CLK_BEGIN_TO_RECEIVE = CLK_COUNT_BIT + CLK_COUNT_BIT / 2 - 4;
    reg[1:0] state = 2'b00;
    reg[31:0] clk_count = 32'd0;
    reg[2:0] bit_count = 3'd0;
    reg[3:0] recent = 4'b1111;
    wire update_flag;
    assign update_flag = (state == 2'b01) 
        ? clk_count == CLK_BEGIN_TO_RECEIVE 
        : clk_count == CLK_COUNT_BIT - 32'd1;
    always @(posedge clk) begin
        case(state)
            2'b00: begin
                clk_count <= 32'd0;
                bit_count <= 3'd0;
                end_flag <= 1'b0;
                recent = {recent[2:0], rx};
                state = (recent == 4'b0000) & rx_en ? 2'b01 : state;
            end
            2'b01: begin
                clk_count <= clk_count + 32'd1;
                if(update_flag) begin
                    state = 2'b11;
                    clk_count <= 32'd0;
                    data[2'd0] <= rx;
                    bit_count <= 3'd1;
                end
            end
            2'b11: begin
                clk_count <= clk_count + 32'd1;
                if(update_flag) begin
                    state <= (bit_count == 3'd7) ? 2'b10 : state;
                    data[bit_count] <= rx;
                    bit_count <= bit_count + 3'd1;
               clk_count <= 32'd0;
                end
            end
            2'b10: begin
                clk_count <= clk_count + 32'd1;
                if(update_flag) begin
                    state <= 2'b00;
                    end_flag <= 1'b1;
                end
            end
        endcase
    end
endmodule
module tx(clk, tx_en, begin_flag, data, tx, busy_flag);
    input wire clk;
    input wire tx_en;
    input wire begin_flag;
    input wire[7:0] data;
    output reg tx = 1'b1;
    output wire busy_flag;
    parameter CLK_FREQ = 50_000_000;
    parameter BAUD_RATE = 115200;
    parameter CLK_COUNT_BIT = CLK_FREQ / BAUD_RATE;
    reg[1:0] state = 2'b00;
    reg[31:0] clk_count = 32'd0;
    reg[2:0] bit_count = 3'd0;
    wire update_flag;
    assign update_flag = (clk_count == CLK_COUNT_BIT - 32'd1);
    assign busy_flag = ~(state == 2'b00);
    always @(posedge clk) begin
        case(state)
            2'b00: begin
                tx <= 1'b1;
                clk_count = 32'd0;
                bit_count <= 3'd0;
                state <= begin_flag & tx_en ? 2'b01 : state;
            end
            2'b01: begin
                tx <= 1'b0;
                clk_count <= clk_count + 32'd1;
                if(update_flag) begin
                    state <= 2'b11;
                    clk_count <= 32'd0;
                end
            end
            2'b11: begin
                tx <= data[bit_count];
                clk_count <= clk_count + 32'd1;
                if(update_flag) begin
                    state <= (bit_count == 3'd7) ? 2'b10 : state;
                    bit_count <= bit_count + 3'd1;
                    clk_count <= 32'd0;
                end
            end
            2'b10: begin
                tx <= 1'b1;
                clk_count <= clk_count + 32'd1;
                case({update_flag, begin_flag})
                    2'b11: begin
                        state <= 2'b01;
                        clk_count <= 32'd0;
                        bit_count <= 3'd0;
                    end
                    2'b10: state <= 2'b00;
                    default: state <= state;
                endcase
            end
        endcase
    end
endmodule
--- run.sh ---
#!/bin/bash
# OpenROAD 26Q1-2900-gdf79404cd8, Yosys 0.63+post, stock flow scripts
make -C /OpenROAD-flow-scripts/flow DESIGN_CONFIG=/design/flow/config.mk WORK_HOME=/design/flow/orfs finish
--- config.mk ---
export PLATFORM = sky130hd
export DESIGN_NAME = UART
export DESIGN_NICKNAME = UART
export VERILOG_FILES = /design/flow/design.v
export SDC_FILE = /design/flow/constraint.sdc
export NUM_CORES = 4
export LEC_CHECK = 1
export CORE_UTILIZATION = 40
--- constraint.sdc ---
current_design UART

set clk_period 4.8
set clk_io_pct 0.2

create_clock -name clk0 -period $clk_period [get_ports {clk}]

set non_clock_inputs [all_inputs -no_clocks]
set_input_delay [expr $clk_period * $clk_io_pct] -clock clk0 $non_clock_inputs
set_output_delay [expr $clk_period * $clk_io_pct] -clock clk0 [all_outputs]
==> flow_summary.json <==
{
  "status": "finished clean",
  "cts_tree": "done",
  "yosysMostFrequentCell": "nor2_1",
  "post_synth_ao_oa_area_fraction": 0.0447,
  "wirelength_um": 7470,
  "grt_max_degree": 36,
  "antenna_found_initial": 0,
  "post-cts-setup-buffers": 0,
  "ys_cells": 458,
  "routed-via-count": 3161,
  "drv_slew": 0,
  "clock_sinks": 89,
  "place_congestion": 0.792,
  "netlist_instances": 458,
  "crit_type": "flip-flop to output pin",
  "synth_top_area_share": 0.315,
  "via_per_inst": 5.03,
  "final_util": 0.472,
  "yosys.area.top_type": "dfxtp_1",
  "timing.hold.ws_ns": 0.365,
  "clock_latency_ns": 0.38,
  "cts_resized": 0,
  "diodes": 0,
  "hold_class": "flip-flop to flip-flop",
  "wl_per_cell_um": 11.9,
  "cts_max_path_buffers": 2,
  "leakagePower_nw": 1.73,
  "core_area_um2": 10300,
  "ant_nets": 0,
  "hold_depth": 0,
  "drt_iter0_markers": 144,
  "adder_share": 0.0323,
  "r2r_cells": 2,
  "required_ns": 3.84,
  "topCellsByArea": "dfxtp_1 (32%), edfxtp_1 (16%), nor2_1 (8.2%), xnor2_1 (6.6%), xor2_1 (5.3%)",
  "synthArstFlopShare": 0,
  "reg2reg_to": "state",
  "setup_viol": 0,
  "start_kind": "flip-flop",
  "fin_tns_setup_ns": 0,
  "crit_buf_inv": 1,
  "die_w_um": 105,
  "maxCapViolCount": 0,
  "holdBufCountCts": 0,
  "grt_pass1_wl_um": 13500,
  "ys.flops": 89,
  "avgSynthCellArea_um2": 9.29,
  "final_area_um2": 4870,
  "grtUsageTotal": 0.150,
  "htreeDepth": 3,
  "cp.arrival_ns": 3.52,
  "ys_chip_area_um2": 4260,
  "yosys_warnings": 3,
  "rsz0062_at_grt": "false",
  "ios": 34,
  "dr.pass1.iters": 4,
  "synthDistinctLibCells": 50,
  "crit_path_max_incr_delay_ns": 0.44,
  "worst_pin_slew_ns": 0.838,
  "drive_gt1_frac": 0.0671,
  "ys_sh_simple": 0.280,
  "route.detailed.drc": 0,
  "synth_area_um2": 4260,
  "r2r_start": "rx1.end_flag",
  "cp_slowest_cell": "clkdlybuf4s50_1",
  "common_cells": "nor2_1 (93), dfxtp_1 (67), nand2_1 (36), xnor2_1 (32), xor2_1 (26)",
  "area_growth_pct": 14.4,
  "min_to": "int_req",
  "end_kind": "output pin",
  "seq_area_frac_synth": 0.470,
  "placement.io_buffers": 33,
  "path_cells": "clkdlybuf4s50_1",
  "cp_max_fo": 1,
  "placed_area_um2": 4660,
  "critPathLaunch": "int_req",
  "floorplan.core_util": 0.412,
  "path_clk_slew_ns": 0.03,
  "finClkSkew_ns": 0.0347,
  "root_buffer": "clkbuf_8",
  "synth-edff-count": 22,
  "cts_buffers": 9,
  "dpl.hpwl_um": 5080,
  "gr-total-overflow": 0,
  "tool_warnings": 32,
  "holdCritStartpoint": "state",
  "mux_share": 0.0179,
  "hold_violations": 0,
  "xor_share": 0.119,
  "die_area_um2": 11100,
  "synth.logic.top_family": "simple AND/OR/NAND/NOR gates",
  "crit_family": "buffers and inverters",
  "synthFlopType": "dfxtp_1",
  "dieHeight_um": 105,
  "grt_pass1_vias": 2977,
  "num_rows": 37,
  "max-vdd-ir-drop_mv": 0.134,
  "slew-limit-headroom": 0.439,
  "p_per_area_nw_per_um2": 273,
  "r2r_setup_slack_ns": 1.74
}
[layer usage]
layer / vias to the layer above / routed length, um / share of wire / track usage
li1: 1649 / - / - / -
met1: 1464 / 3850 / 0.52 / 0.239
met2: 37 / 3260 / 0.44 / 0.233
met3: 11 / 233 / 0.031 / 0.0197
met4: 0 / 126 / 0.017 / 0.0231
met5: - / 0 / 0 / 0
[worst max path at each step]
stage	slack, ns	end	cells past startpoint
4_1_cts	0.31	int_req	1
5_1_grt	0.28	int_req	1
6_report	0.32	int_req	1
[metrics by stage]
step | instances | total power [mW] | worst slack, ns
detailed placement | 611 | 0.818 | 0.533
global placement | 611 | 0.818 | 0.555
finish | 628 | 1.33 | 0.321
floorplan | 458 | 0.798 | 1.05
global route | 628 | 1.39 | 0.276
CTS | 628 | 1.35 | 0.307
[cell families after synthesis]
group                    after synthesis
flip-flops                            89
AND/OR/NAND/NOR                      234
XOR/XNOR                              58
buffers and inverters                 32
adder cells (fa/ha/maj)               11
multiplexers                           5
AND-OR/OR-AND                         29
[sequential cells by signal, summed over array words and instances (netlist names)]
name	count
rx1.clk_count	32
tx1.clk_count	32
rx1.data	8
rx1.bit_count	3
rx1.recent	3
tx1.bit_count	3
rx1.state	2
tx1.state	2
int_req	1
rx1.end_flag	1
state	1
tx1.tx	1
[cell usage in the layout, fill, tap and decap left out, types with 3 or more instances in the layout]
cell type / Yosys / final
clkbuf_8: 0 / 10
or3_1: 3 / 3
nor4_2: 3 / 3
clkdlybuf4s50_1: 0 / 33
and3_1: 10 / 10
dfxtp_1: 67 / 67
o21ai_0: 10 / 10
inv_1: 16 / 17
and4_1: 6 / 6
nand4_1: 21 / 21
edfxtp_1: 22 / 22
nor2_1: 93 / 93
nand3_1: 21 / 21
nor3_1: 9 / 9
xnor2_1: 32 / 32
nand2_1: 36 / 36
a21oi_1: 6 / 6
nor4b_1: 4 / 4
nor4_1: 11 / 11
xor2_1: 26 / 26
ha_1: 11 / 11
[report_power, final]
group          internal (mW)  switching (mW)
clock network          0.259           0.273
logic                 0.0201         0.00723
registers              0.766         0.00321
[cell type report]
class	count	area, um^2
multi-input cells	337	2100
well taps	136	170
repair buffers	33	330
flip-flops and latches	89	2000
inverters	15	56.3
fillers	962	5450
clock buffers	10	138
clock inverters	8	71.3
No activity file was given, so power comes from the tool's default toggle rates.
