==> flow/design.v <==
module data_mem(addr, w_data, w_en, r_data, clock);
    input [7:0] addr;
    input [7:0] w_data;
    input w_en;
    input clock;
    output [7:0] r_data;
    reg [7:0] mem[0:255];
    assign r_data = mem[addr];
    always @(posedge clock) begin
        if(w_en) begin
            mem[addr] <= w_data;
        end else begin
            mem[addr] <= mem[addr];
        end
    end
endmodule
==> flow/run.sh <==
#!/bin/bash
# OpenROAD 26Q1-2900-gdf79404cd8, Yosys 0.63+post, stock flow scripts
make -C /OpenROAD-flow-scripts/flow DESIGN_CONFIG=/design/flow/config.mk WORK_HOME=/design/flow/orfs finish
==> flow/config.mk <==
export PLATFORM = sky130hd
export DESIGN_NAME = data_mem
export DESIGN_NICKNAME = data_mem
export VERILOG_FILES = /design/flow/design.v
export SDC_FILE = /design/flow/constraint.sdc
export NUM_CORES = 4
export LEC_CHECK = 1
export CORE_UTILIZATION = 40
==> flow/constraint.sdc <==
current_design data_mem

set clk_period 34.8
set clk_io_pct 0.2

create_clock -name clk0 -period $clk_period [get_ports {clock}]

set non_clock_inputs [all_inputs -no_clocks]
set_input_delay [expr $clk_period * $clk_io_pct] -clock clk0 $non_clock_inputs
set_output_delay [expr $clk_period * $clk_io_pct] -clock clk0 [all_outputs]
==> flow_metrics.env <==
# physical design summary
export IMPL_outcome="completed"
export IMPL_largest_net_degree_at_the_start_of_global_routing=149
export IMPL_crit_path_end="r_data[4]"
export IMPL_met3_usage=0.1375
export IMPL_floorplan_die_width_um=449.0
export IMPL_gr_max_usage_layer="met2"
export IMPL_timing_fmax_mhz=50.63
export IMPL_critical_path_arrival_ps=12790
export IMPL_routed_via_count=38911
export IMPL_place_detailed_hpwl_um=119200
export IMPL_startpoint="addr[0]"
export IMPL_edf_count=2048
export IMPL_grt_met2_usage=0.3161
export IMPL_critical_path_required_ps=27840
export IMPL_max_ffs_per_register=2048
export IMPL_startpoint_type="input port"
export IMPL_design_area_sq_um=89620
export IMPL_clk_insertion_delay_late_ps=840
export IMPL_yosys_stat_cells=4008
export IMPL_dr_iter_0_viols=2460
export IMPL_final_setup_worst_slack_ps=15050
export IMPL_number_of_gates_given_a_new_drive_strength_after_cts=0
export IMPL_r2r_cells=10
export IMPL_post_synth_inst_count=4008
export IMPL_rows=163
export IMPL_synth_flop_count=2048
export IMPL_ys_types=59
export IMPL_setup_reg_to_reg_worst_slack_ps=29700
export IMPL_cap_viol_max_count=0
export IMPL_post_synthesis_async_set_or_reset_flop_share=0
export IMPL_number_of_global_route_vias_before_repair=42002
export IMPL_cts_tree="done"
export IMPL_layout_cells_most_common="sky130_fd_sc_hd__edfxtp_1"
export IMPL_final_cell_mix="sky130_fd_sc_hd__edfxtp_1, sky130_fd_sc_hd__mux2i_1, sky130_fd_sc_hd__mux4_2, sky130_fd_sc_hd__nor2_1, sky130_fd_sc_hd__clkbuf_16"
export IMPL_final_max_slew_violation_count=0
export IMPL_area_share_of_the_largest_cell_type_after_synthesis=0.7696
export IMPL_htree_levels=4
export IMPL_place_gp_congestion=0.8710
export IMPL_regMostFlops="mem"
export IMPL_grt_pass1_wl_um=287800
export IMPL_clk_root_buffer_cell="sky130_fd_sc_hd__clkbuf_16"
export IMPL_dieHeight_um=449.0
export IMPL_layout_area_overhead_vs_synth_pct=12.15
export IMPL_timing_hold_violations_final=0
export IMPL_clock_sink_count=2048
export IMPL_worstReg2RegEnd="mem[92][5]"
export IMPL_cts_reportedPaths_clkPinSlew_ps=60
export IMPL_post_cts_hold_buffer_count=0
export IMPL_gr_total_overflow=0
export IMPL_vias_per_cell=5.596
export IMPL_max_rail_drop_vdd_v=0.00005099
export IMPL_timing_rr_start="mem[173][5]"
export IMPL_post_route_period_util=0.5676
export IMPL_aggregate_routed_wire_length_um=196400
export IMPL_synth_avg_cell_area_sq_um=19.94
export IMPL_final_util=0.4530
export IMPL_synth_yosys_chip_area_sq_um=79910
export IMPL_io_pin_count=26
export IMPL_criticalPathCategory="input port to output port"
export IMPL_groute_layer_met1_usage=0.2733
export IMPL_post_synth_instance_area_sq_um=79910
export IMPL_postSynthSeqShare=0.7696
export IMPL_rsz0062_at_grt="false"
export IMPL_crit_fanout=57
export IMPL_stdcell_count=6953
export IMPL_ant_nets=0
export IMPL_skew_ps=78.95
export IMPL_yosys_warnings=1
export IMPL_layout_top_registers="mem (2048)"
export IMPL_power_leakage_uw=0.02834
export IMPL_cts_made_buffers=198
export IMPL_layout_drive_gt1_share=0.1792
export IMPL_postCtsSetupRepairBufs=0
export IMPL_worst_pin_slew_ps=1053
export IMPL_setup_viol_count_final=0
export IMPL_final_min_clock_period_ps=19750
export IMPL_biggest_area_consumer_among_synthesized_cells="sky130_fd_sc_hd__edfxtp_1"
export IMPL_floorplan_initialDensity=0.4040
export IMPL_dpl_worst_slack_ps=14970
export IMPL_io_buffer_count=25
export IMPL_detailed_place_area_sq_um=83330
export IMPL_worstSetupEndpointType="output port"
export IMPL_dp_cells=6588
export IMPL_topCellsByArea="sky130_fd_sc_hd__edfxtp_1, sky130_fd_sc_hd__mux4_2, sky130_fd_sc_hd__mux2i_1"
export IMPL_final_setup_tns_ps=0
export IMPL_hold_path_class="flip-flop to flip-flop"
export IMPL_power_per_cell_area_nw_per_um2=57.54
export IMPL_die_area_sq_um=201600
export IMPL_firstDrtPassIters=6
export IMPL_grt_antenna_before_repair=5
export IMPL_number_of_warnings_in_the_stage_logs=38
export IMPL_drt_wirelength_per_cell_um=28.25
export IMPL_core_region_area_sq_um=197800
export IMPL_longest_clk_path_bufs=3
export IMPL_ff_type="sky130_fd_sc_hd__edfxtp_1"
export IMPL_max_slew_headroom=0.2887
export IMPL_groute_usage_overall=0.2146
export IMPL_drc=0
-- per-stage QoR --
step / hold WS [ps] / total power [uW]
floorplan: 2334 / 3046
global placement: 1472 / 3129
detailed placement: 1491 / 3134
CTS: 1544 / 5199
global route: 1619 / 5307
finish: 1490 / 5157
-- final cells by class --
cell class              instances  area [sq um]
clock buffers                 255          5211
multi-input cells            1704         16980
well taps                    2640          3303
clock inverters               104          1064
fillers                     16441        108200
inverters                       4         15.01
flip-flops and latches       2048         61500
repair buffers                192          1539
diodes                          6         15.01
-- routing by layer --
metal,vias to the layer above,wire [um],share of wire
li1,16802,-,-
met1,19769,67160,0.34
met2,1991,93910,0.48
met3,341,27870,0.14
met4,8,7317,0.037
met5,-,147,0.00075
-- cell families (layout without fill, tap and decap cells) --
kind of cell / after synthesis / after routing / synth area share
buffers and inverters: 256 / 555 / 0.02006
and+or+nand+nor: 550 / 550 / 0.03088
muxes: 747 / 747 / 0.1424
DFF: 2048 / 2048 / 0.7696
AOI/OAI and AO/OA: 407 / 407 / 0.03706
other: 0 / 6 / 0
-- Yosys cell counts (8+ instances only) --
library cell	number
sky130_fd_sc_hd__edfxtp_1	2048
sky130_fd_sc_hd__mux2i_1	434
sky130_fd_sc_hd__mux4_2	312
sky130_fd_sc_hd__nor2_1	280
sky130_fd_sc_hd__a22oi_1	140
sky130_fd_sc_hd__nand2_1	113
sky130_fd_sc_hd__clkbuf_1	102
sky130_fd_sc_hd__a221oi_1	61
sky130_fd_sc_hd__buf_2	54
sky130_fd_sc_hd__buf_6	53
sky130_fd_sc_hd__nand3_1	52
sky130_fd_sc_hd__a21oi_1	43
sky130_fd_sc_hd__o21ai_0	40
sky130_fd_sc_hd__o22ai_1	32
sky130_fd_sc_hd__buf_4	23
sky130_fd_sc_hd__nand4_1	22
sky130_fd_sc_hd__a22o_1	19
sky130_fd_sc_hd__a41oi_1	15
sky130_fd_sc_hd__a31oi_1	14
sky130_fd_sc_hd__and3_1	14
sky130_fd_sc_hd__buf_1	12
sky130_fd_sc_hd__nor3_1	12
sky130_fd_sc_hd__and2_1	11
sky130_fd_sc_hd__o211ai_1	10
sky130_fd_sc_hd__nor2b_1	9
sky130_fd_sc_hd__and4_1	8
-- worst min path at each step --
stage | slack, ps | endpoint | start | cells after the start
6_report | 1490 | mem[99][1] | mem[97][1] | 5
5_1_grt | 1620 | mem[68][1] | mem[97][1] | 5
4_1_cts | 1540 | mem[68][1] | mem[97][1] | 5
-- critical path, stage by stage --
cell and delay, ps:
sky130_fd_sc_hd__buf_8 450, sky130_fd_sc_hd__buf_4 670, sky130_fd_sc_hd__buf_4 700, sky130_fd_sc_hd__buf_4 630
sky130_fd_sc_hd__buf_4 690, sky130_fd_sc_hd__mux4_2 580, sky130_fd_sc_hd__o211ai_1 340, sky130_fd_sc_hd__a41oi_1 350
sky130_fd_sc_hd__nor4b_1 550, sky130_fd_sc_hd__buf_4 220, sky130_fd_sc_hd__nor2_1 60, sky130_fd_sc_hd__clkdlybuf4s50_1 430
-- where the power goes --
| part | internal (uW) | switching, uW | leakage, uW |
|---|---|---|---|
| registers | 2780 | 1.20 | 0.0185 |
| logic | 81.8 | 217 | 0.00685 |
| clock network | 1160 | 916 | 0.00303 |
| total | 4020 | 1130 | 0.0283 |
Power is estimated from default activity; no workload was simulated.
